### ./config.mk
export PLATFORM = sky130hd
export DESIGN_NAME = decade_counter
export DESIGN_NICKNAME = decade_counter
export VERILOG_FILES = /design/flow/design.v
export SDC_FILE = /design/flow/constraint.sdc
export NUM_CORES = 4
export LEC_CHECK = 1
export CORE_AREA = 10 10 70 70
export DIE_AREA = 0 0 80 80
### ./run.sh
#!/bin/bash
# OpenROAD 26Q1-2900-gdf79404cd8, Yosys 0.63+post, stock flow scripts
make -C /OpenROAD-flow-scripts/flow DESIGN_CONFIG=/design/flow/config.mk WORK_HOME=/design/flow/orfs finish
### ./constraint.sdc
current_design decade_counter

set clk_period 1.4
set clk_io_pct 0.2

create_clock -name clk0 -period $clk_period [get_ports {clk}]

set non_clock_inputs [all_inputs -no_clocks]
set_input_delay [expr $clk_period * $clk_io_pct] -clock clk0 $non_clock_inputs
set_output_delay [expr $clk_period * $clk_io_pct] -clock clk0 [all_outputs]
### ./design.v
`timescale 1ns / 1ps
module decade_counter(
    input clk,
    input rst,
    output [3:0] count,
    output ten
);
reg ten_reg;
reg [3:0] count_reg;
wire rstn;
assign count = count_reg;
assign ten = ten_reg;
assign rstn = rst;
always@(posedge clk, posedge rstn)begin
    if(rstn)begin  
        count_reg <= 4'b0000;  
        ten_reg <= 1'b0;  
    end
    else begin  
        if(count == 4'b1001)begin  
            count_reg <= 4'b0000;  
            ten_reg <= 1'b1;  
        end
        else begin
            count_reg <= count_reg + 4'b0001;  
            ten_reg <= 1'b0;  
        end
    end
end
endmodule
==> results.tsv <==
stage	metric	value	unit
global_route	first-pass GRT wire length	931	um
worst_setup_path	crit-path cells	clkdlybuf4s50_1	
cells_and_area	P&R area growth vs syn	93.13	%
timing	cycle use final	0.9444	
worst_setup_path	CP delay by family, top	buffers and inverters	
placement	Placed Area	317.8	sq um
timing	minimum clock period	1322	ps
floorplanning	IO Count	7	
global_route	grt total ovfl	0	
synth	top cells by count, synth	dfrtp_1 (5), inv_1 (3)	
synth	Main area contributors	dfrtp_1 (63%), inv_1 (5.6%), mux2_2 (5.6%)	
cells_and_area	Reg area	125.1	sq um
worst_setup_path	CP Capture Type	output pin	
timing	RSZ-0062 raised after global routing	false	
cells_and_area	MI comb area	63.81	sq um
pwr	Peak VDD IR	0.2370	mV
synth	chip area in the Yosys report	200.2	sq um
timing	Final Hold Viols	0	
worst_setup_path	data required time of the worst path	1120	ps
placement	dpl ws	187.7	ps
cts	cts hold-fix bufs	0	
cells_and_area	design area	386.6	sq um
cells_and_area	max reg flops	4	
worst_setup_path	Slowest-stage cell, CP	clkdlybuf4s50_1	
synth	Syn Inst Count	17	
timing	Final WS setup	77.88	ps
cts	root buf cell	clkbuf_4	
worst_setup_path	Slowest Stage Delay on Critical Path	470	ps
floorplanning	Core ar.	3416	sq um
drt	Final ANT Viol Nets	0	
run	Max-cap violations	0	
synth	most common cell in the netlist	dfrtp_1	
timing	fmax	756.4	MHz
drt	DR vias	180	
placement	GP Congestion	0.7582	
synth	Area leader share	0.6250	
global_route	gr usage total	0.01811	
cts	clk ins delay skew pair	240	ps
synth	Avg Synthesized Cell Area	11.78	sq um
cells_and_area	fraction of layout cells with a size suffix above 1	0.3125	
synth	Yosys top cell by area	dfrtp_1	
drt	DR iter-0 viols	0	
worst_setup_path	WS Path Type	reg2out	
drt	DRC Markers	0	
synth	Post-synth seq share	0.6250	
synth	ys flop type	dfrtp_1	
floorplanning	die area	6400	sq um
run	stage-log warning count	25	
timing	Final Slew Violations	0	
cts	CTS Buffer Depth	2	
drt	DR vias/cell	2.308	
placement	# port buffers	6	
floorplanning	Die W	80	um
drt	antenna diode count	0	
synth	post-synthesis cell area	200.2	sq um
timing	TNS Setup	0	ps
global_route	vias in the first global route	197	
cts	TritonCTS clock tree	done	
pwr	power density over cell area	813.0	nW/um^2
pwr	total power	314.3	uW
min_path	Hold WC Path Type	in2async	
timing	Slew headroom	0.8766	
synth	Post-synth EDFFs	0	
placement	DP HPWL	364.6	um
floorplanning	die height	80	um
worst_setup_path	Worst setup SP type	flip-flop	
synth	FFs w/ async S/R, synth	1.000	
synth	Synth cell types	11	
floorplanning	row count	21	
timing	final setup fails	0	
timing	worst-margin pin slew	183.7	ps
drt	routed length per instance	6.692	um
global_route	largest net degree at the start of global routing	7	
cts	# H-tree levels	1	
synth	yosys stat cell total	17	
worst_setup_path	worst endpoint data arrival time	1040	ps
pwr	Static Leak	0.1723	nW
drt	Initial DRT Pass Iterations	1	
timing	worst clock skew	4.749	ps
cts	total CTS buffers	3	
global_route	initial antenna violation count	0	
cells_and_area	FILL cells	395	
cts	clk sinks	5	
cts	clock-pin slew on the worst setup and hold paths	40	ps
worst_setup_path	largest fanout on the critical path	2	
drt	WL final	522	um
synth	Registers, synthesis	5	
synth	Yosys warning count	1	
worst_setup_path	Bufs and invs on worst path	1	
status	status	finished, final reports clean	
floorplanning	FP Util	0.05861	
[cells by family (layout without fill, tap and decap cells)]
family | Yosys count | in the layout | synth area share
flip-flops | 5 | 5 | 0.6250
AND/OR/NAND/NOR | 5 | 5 | 0.1437
buffers and inverters | 3 | 18 | 0.05625
AND-OR/OR-AND | 2 | 2 | 0.07498
XOR/XNOR | 1 | 1 | 0.04376
multiplexers | 1 | 1 | 0.05625
[per-stage QoR]
step | instances | utilization | hold WS [ps]
floorplan | 17 | - | 58.52
finish | 78 | 0.1132 | 241.1
global placement | 69 | 0.09304 | 491.9
CTS | 77 | 0.1095 | 245.1
global route | 78 | 0.1132 | 259.9
detailed placement | 69 | 0.09304 | 505.5
[report_power, final]
part / switching [mW] / internal (mW)
clock network: 0.0560 / 0.108
logic: 0.00298 / 0.00262
registers: 0 / 0.145
total: 0.0590 / 0.255
[layout make-up]
cell class | count | area share
sequential | 5 | 0.3236
timing repair buffer | 11 | 0.2654
multi-input combinational | 9 | 0.1650
tap | 46 | 0.1489
clock buffer | 4 | 0.06796
inverter | 3 | 0.02913
[path summary, 6_finish.rpt]
check	from	endpoint	slack, ps	cells after the start
max	count_reg[1]	count[1]	80	1
min	rst	ten_reg	240	2
max reg2reg	count_reg[3]	count_reg[3]	160	4
min reg2reg	count_reg[0]	count_reg[0]	550	2
max in group asynchronous	rst	count_reg[1]	980	2
min in group clk0	count_reg[0]	count_reg[0]	550	2
[cell usage in the layout, fill, tap and decap left out, types with 2 or more instances in the layout]
| cell | count |
|---|---|
| dlymetal6s2s_1 | 2 |
| buf_4 | 5 |
| inv_1 | 3 |
| dfrtp_1 | 5 |
| clkdlybuf4s50_1 | 4 |
| clkbuf_4 | 3 |
[repair_timing]
| item | CTS | global route |
|---|---|---|
| resized | 0 | 2 |
| buffers inserted | 4 | 1 |
| setup endpoints to repair | 4 | 2 |
[layer usage]
layer	track usage	share of wire
met5	0	0
met4	0.007042	0.036
met3	0.009091	0.038
met2	0.02889	0.53
met1	0.02009	0.40
No activity file was given, so power comes from the tool's default toggle rates.
