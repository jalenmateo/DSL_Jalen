[flow/run.sh]
#!/bin/bash
# OpenROAD 26Q1-2900-gdf79404cd8, Yosys 0.63+post, stock flow scripts
make -C /OpenROAD-flow-scripts/flow DESIGN_CONFIG=/design/flow/config.mk WORK_HOME=/design/flow/orfs finish
[flow/config.mk]
export PLATFORM = sky130hd
export DESIGN_NAME = nibbleadd
export DESIGN_NICKNAME = nibbleadd
export VERILOG_FILES = /design/flow/design.v
export SDC_FILE = /design/flow/constraint.sdc
export NUM_CORES = 4
export LEC_CHECK = 1
export CORE_AREA = 10 10 70 70
export DIE_AREA = 0 0 80 80
[flow/constraint.sdc]
current_design nibbleadd

set clk_period 3.4
set clk_io_pct 0.2

create_clock -name clk0 -period $clk_period

set non_clock_inputs [all_inputs -no_clocks]
set_input_delay [expr $clk_period * $clk_io_pct] -clock clk0 $non_clock_inputs
set_output_delay [expr $clk_period * $clk_io_pct] -clock clk0 [all_outputs]
[flow/design.v]
`timescale 1ns / 1ps
module nibbleadd(
    input [7:0]A,
    input [7:0]B,
    input ctrl,
    output [4:0]q
);
reg [4:0]q_reg;
assign q = q_reg;
always @(A,B,ctrl) begin  
    case(ctrl)  
        1'b0: q_reg = A[3:0] + B[3:0];
        1'b1: q_reg = A[7:4] + B[7:4];
        default: q_reg = 5'bxxxxx;  
    endcase
end
endmodule
==> out/summary.txt <==
Slew headroom: 85.2%
Slew Limit Fails: 0
CP most frequent cell: clkdlybuf4s50_1
Yosys warning total: 1
core utilization at floorplan: 10.0%
clkbuf count: 0
# IOs: 22
1st-pass router iterations: 2
vias in the first global route: 394
CP Data Arrival Time: 2540 ps
final WL: 1060 um
worst-path cell chain: clkdlybuf4s50_1 > ha_2 > inv_1 > fa_2 > xnor2_1 > nor2_1 > a21oi_1 > clkdlybuf4s50_1
post-route ant nets: 0
Netlist cell types: 20
core box area: 3420 sq um
total die area: 6400 sq um
CP max stage cell: clkdlybuf4s50_1
antenna cells: 0
Startpoint Class: input pin
status: finished, final reports clean
delay-heaviest family, CP: buffers and inverters
Die Width: 80 um
initial antenna violation count: 0
via count: 334
# port buffers: 22
WP buf/inv: 3
crit share post-route: 94.6%
total track usage: 3.52%
starting DRC count in detailed routing: 7
pwr dens: 131 nW/um^2
chip area line of the yosys report: 342 sq um
Synth Seq Share: 0%
ratio of cells with drive above 1 in the final layout: 10.9%
dpl hpwl: 993 um
final hold violation count: 0
grt ovf: 0
Max Fclk: 311 MHz
Final Hold Slack: 2230 ps
Max IR drop VDD: 0.0000464 V
final weighted congestion in routability-driven placement: 0.729
Area growth syn-to-layout: 82.4%
drt drc: 0
Min-Delay Path Depth: 5
max cap viols: 0
vias per inst: 3.04
final worst path period need: 3220 ps
kind of critical path: in2out
average instance area after synthesis: 8.13 sq um
RSZ-0062 raised after global routing: no
seq_cells: 0
Post-CTS Hold Fix Bufs: 0
setup_tns: 0 ps
Reg area: 0 sq um
Leak: 0.258 nW
WP data required: 2720 ps
FP Rows: 21
Avg WL per Cell: 9.63 um
# Cells Yosys: 42
synthesized instance count: 42
largest net degree at the start of global routing: 7
Die H: 80 um
CP max FO: 2
Critical Path End Type: output port
Log Warnings: 32
Hold Path Class: in2out
global-route wire length before repair: 1840 um
WP depth: 8
worst-margin pin slew: 221 ps
final setup violation count: 0
cell area after synthesis: 342 sq um
CP peak stage delay: 490 ps
-- tightest hold or removal path, stage by stage --
cell and delay, ps:
clkdlybuf4s50_1 410, ha_1 180, nor2_1 80, a22oi_1 60, dlymetal6s2s_1 140
-- logic make-up (layout without fill, tap and decap cells) --
logic type               Yosys count  in the layout  share of synthesized area [%]
XOR/XNOR                           2              2                           5.13
adder cells (fa/ha/maj)           10             10                           41.0
buffers and inverters              7             29                           9.89
multiplexers                       2              2                           6.23
AND/OR/NAND/NOR                   13             13                           25.3
AND-OR/OR-AND                      8              8                           12.5
-- routing by layer --
metal | track usage (%) | share of wire [%] | up-vias
li1 | - | - | 189
met1 | 5.00 | 51 | 132
met2 | 5.54 | 41 | 13
met3 | 0.909 | 7.7 | 0
met4 | 0 | 0 | 0
met5 | 0 | 0 | -
-- synth_stat cells --
cell / instances / area share (%)
nor4_2: 1 / 3.7
nand2b_1: 1 / 1.8
nand3_1: 2 / 2.9
nand2_1: 1 / 1.1
a22oi_1: 1 / 2.2
nor2_1: 2 / 2.2
xnor2_1: 1 / 2.6
mux2i_1: 1 / 2.9
fa_1: 2 / 12
xor2_1: 1 / 2.6
mux2_2: 1 / 3.3
and4b_1: 1 / 2.9
a21oi_1: 5 / 7.3
o21ai_0: 2 / 2.9
buf_6: 1 / 3.3
and3_4: 1 / 3.3
nor2_2: 1 / 1.8
inv_1: 6 / 6.6
nor2b_1: 3 / 5.5
ha_1: 8 / 29
-- cells in the final DEF (no fill, tap or decap), drive strengths merged, types with 2 or more instances in the layout --
master,n
nand3,2
inv,6
o21ai,2
fa,2
a21oi,5
nor2,3
nor2b,3
ha,8
clkdlybuf4s50,21
-- where the power goes --
part | switching (W) | internal [W] | total (W)
Sequential | 0 | 0 | 0
Combinational | 0.0000279 | 0.0000540 | 0.0000819
Clock | 0 | 0 | 0
-- area by class of cell --
class / instances / area, sq um
multi-input combinational: 35 / 313
tap: 46 / 57.6
fill: 391 / 2790
inverter: 6 / 22.5
timing repair buffer: 23 / 230
-- through the flow --
stage / instance area (sq um) / utilization [%] / worst slack, ps / total power, W / cells
final: 623 / 18.2 / 184 / 0.0000819 / 110
after global routing: 623 / 18.2 / 70.6 / 0.0000934 / 110
after CTS: 616 / 18.0 / 69.8 / 0.0000848 / 110
after detailed placement: 616 / 18.0 / 62.9 / 0.0000839 / 110
after global placement: 616 / 18.0 / 70.5 / 0.0000838 / 110
after floorplan: 342 / - / 1180 / 0.0000366 / 42
-- path summary, 6_finish.rpt --
check / startpoint / endpoint
max: A[0] / q[2]
min: B[3] / q[4]
-- repair_timing --
item,CTS,global route
resized,0,3
endpoints found under the setup margin,0,1
setup buffers,0,0
Power and IR drop assume default switching activity.
