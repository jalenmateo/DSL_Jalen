`/design/flow/run.sh`:
```
#!/bin/bash
# OpenROAD 26Q1-2900-gdf79404cd8, Yosys 0.63+post, stock flow scripts
make -C /OpenROAD-flow-scripts/flow DESIGN_CONFIG=/design/flow/config.mk WORK_HOME=/design/flow/orfs finish
```
`/design/flow/config.mk`:
```
export PLATFORM = sky130hd
export DESIGN_NAME = CCTA
export DESIGN_NICKNAME = CCTA
export VERILOG_FILES = /design/flow/design.v
export SDC_FILE = /design/flow/constraint.sdc
export NUM_CORES = 4
export LEC_CHECK = 1
export CORE_AREA = 10 10 70 70
export DIE_AREA = 0 0 80 80
```
`/design/flow/constraint.sdc`:
```
current_design CCTA

set clk_period 2.9
set clk_io_pct 0.2

create_clock -name clk0 -period $clk_period

set non_clock_inputs [all_inputs -no_clocks]
set_input_delay [expr $clk_period * $clk_io_pct] -clock clk0 $non_clock_inputs
set_output_delay [expr $clk_period * $clk_io_pct] -clock clk0 [all_outputs]
```
`/design/flow/design.v`:
```
`timescale 1ns / 1ps
module CCTA(
        input [3:0] A,
        input [3:0] B,
        input [3:0] C,
        input rst,
        input ctrl,
        output [4:0] q
);
reg [4:0] q_reg;
assign q = q_reg;
always @(A, B, C, ctrl, rst) begin  
    if(rst) begin
        q_reg <= 5'b00000;
    end
    else begin
        case(ctrl)
            1'b0: q_reg <= A + B;  
            1'b1: q_reg <= A - C;
            default: q_reg <= 5'bxxxxx;  
        endcase
    end
end
endmodule
```
==> flow_results.org <==
#+TITLE: Implementation results

** Place
- The placement summary gives the final routability congestion estimate as 0.748.
- Count of input and output buffers :: 19
- At the placement stage, the worst setup path has a slack of -0.683 ns.
- After legalization and detailed placement, the total HPWL measured 795 microns.
- The placement stage leaves a total instance area of ~540 sq um.

** Final layout
- Summing all non-filler instances in the final layout gives an area of 597 sq um.
- Measured on the finished design, the core utilization comes to 0.175.
- Per the final layout report, the fraction of cells sized above drive strength 1 comes to 0.444.
- The area growth from synthesis to layout is 137%.
- FF+latch area :: 0 sq um
- The final layout report lists a clock buffer count of 0.
- Leaving out fill and tap cells, the most frequent cells in the layout are sky130_fd_sc_hd__clkdlybuf4s50_1, sky130_fd_sc_hd__buf_4, sky130_fd_sc_hd__nor2_1.
- Count of sequential standard cells :: 0

** Power and ir drop
- Total power for the finished layout comes to around 110 uW.
- Power per cell area :: roughly 180 nW/um^2
- Cell leakage power :: 0.000268 uW
- The worst-case IR drop observed on VDD is 0.0308 mV.

** Detailed routing
- Iteration-0 DRC count of the detailed router :: 3
- Detailed routing inserted a total of 333 vias.
- Number of iterations in the first detailed-routing pass :: 2
- Average routed wire per standard cell :: 9.31 microns
- Number of remaining DRC errors :: 0
- Per the post-route antenna check, the number of violating nets is 0.
- DR vias/cell :: approximately 3.1
- Antenna Diode Count :: 0
- The final layout contains routed wiring with a total length of 1020 microns.

** Critical path
- Looking at the critical path, the highest net fanout was 2.
- Looking at the critical path, the single cell with the biggest stage delay is sky130_fd_sc_hd__clkdlybuf4s50_1.
- The worst setup path is captured at an output port.
- The worst setup path is launched from a primary input.
- Required time of the critical path :: 2.32 ns
- For reference, the critical path cell chain is clkdlybuf4s50_1 > inv_1 > ha_4 > inv_2 > fa_2 > a21o_1 > a21oi_2 > xnor2_1 > nor2_1 > buf_2.
- Number of buffer and inverter instances along the worst setup path :: 4
- Critical Path AT :: around 2.2 ns
- Per STA, the highest per-stage delay on the worst path measures 0.40 ns.
- Critical path start-end classification :: primary input to output port
- Largest delay share family, worst path :: buffers and inverters

** Die
- Die x size :: 80 microns
- For reference, the placement row count at floorplan is 21.
- The floorplan step set the die height to around 80 microns.
- I/O Pins :: 19
- FP Core Util :: 0.0736
- DIE AREA :: 6400 sq um
- The floorplan step defined a core boundary enclosing approximately 3400 sq um.

** Synth
- Synth Warn # :: 1
- Post-Synth Simple-Gate Area :: 0.214
- Instance count of the mapped netlist :: 36
- The synth_stat.txt file lists the number of cells as 36.
- Of the combinational cells, the family taking the most area is adder cells.
- Per Yosys stat, the portion of area used by sequential elements is 0.
- In this run the cell area of the synthesized design comes to approximately 250 sq um.
- Summed standard-cell area reported by yosys :: 251 sq um
- The cell-mix breakdown from Yosys lists the adder-cell area share as 0.328.
- XOR/XNOR Fraction of Synth Area :: 0.139
- The netlist uses 16 different library cells.
- Summing all multiplexer cells gives an area fraction of 0.0398.
- Fraction of the mapped netlist area in compound gates :: 0.204
- Mean Syn Cell Area :: 6.99 sq um

** Global route
- Entering global routing, the biggest net connects 6 pins.
- Tot GR Track Use :: 0.0282
- The initial antenna violation count is 0.
- Total global routing overflow :: 0
- Via count of the first global-routing pass :: 337
- The first global-routing pass estimated 1520 microns of wire.

** Final timing
- Count of endpoints failing setup in the final report :: 0
- Final min period :: ~2.8 ns
- Counting pins that exceed their max-slew limit in the final report gives 0.
- The critical path in the final layout is reported with a setup slack of 0.0890 ns.
- Final Cycle Share :: 0.969
- Timing would allow up to around 360 MHz.
- For reference, the final report shows the hold violation count at 0.
- Actual slew at the worst max-slew pin :: about 0.21 ns
- Setup repair after global routing left no endpoint under its margin.
- Measured against its own limit, the worst slew margin works out to 0.856.

** Flow run
- Number of warnings in the stage logs :: 33
- Max capacitance violation total :: 0

** Status
- The flow ran to the end, and the final reports show no timing, DRC or antenna violations.

** Clock network
- Buffers inserted to repair hold after CTS numbered 0.

** Worst hold path
- The most critical min-delay path falls under primary input to output port.
## final cells by class
| type | count | area, sq um |
|---|---|---|
| timing repair buffer | 28 | 226 |
| inverter | 4 | 15.0 |
| multi-input combinational | 31 | 298 |
| fill | 382 | 2820 |
| tap | 46 | 57.6 |
## logic make-up after synthesis
family          after synthesis
simple gates                 12
compound gates                8
fa+ha+maj                     6
buf+inv                       5
mux                           1
xor+xnor                      4
## cell usage after synthesis
cell type / n / area (sq um)
sky130_fd_sc_hd__nor2_1: 6 / 22.5
sky130_fd_sc_hd__nand2_1: 1 / 3.75
sky130_fd_sc_hd__a21oi_2: 1 / 8.76
sky130_fd_sc_hd__xor2_1: 2 / 17.5
sky130_fd_sc_hd__clkbuf_1: 1 / 3.75
sky130_fd_sc_hd__mux2i_1: 1 / 10.0
sky130_fd_sc_hd__a21oi_1: 3 / 15.0
sky130_fd_sc_hd__a21o_1: 1 / 7.51
sky130_fd_sc_hd__o21ai_0: 1 / 5.00
sky130_fd_sc_hd__fa_1: 1 / 20.0
sky130_fd_sc_hd__inv_1: 4 / 15.0
sky130_fd_sc_hd__ha_1: 5 / 62.6
sky130_fd_sc_hd__o21a_1: 2 / 15.0
sky130_fd_sc_hd__nor3_1: 3 / 15.0
sky130_fd_sc_hd__xnor2_1: 2 / 17.5
sky130_fd_sc_hd__nor2b_1: 2 / 12.5
## stage by stage
stage / hold WS [ns] / std cells / setup TNS [ns]
2_1_floorplan: 1.17 / 36 / 0
3_3_place_gp: 2.17 / 106 / -2.33
3_5_place_dp: 2.16 / 106 / -2.22
4_1_cts: 1.90 / 109 / -0.0253
5_1_grt: 1.87 / 109 / 0
6_report: 1.82 / 109 / 0
## repair_timing
| action | 4_1_cts | 5_1_grt |
|---|---|---|
| pin swaps | 9 | 7 |
| resized | 23 | 15 |
| setup buffers | 3 | 0 |
| endpoints found under the setup margin | 4 | 4 |
## report_power, final
group	total, uW	switching [uW]	internal [uW]
registers	0	0	0
clock network	0	0	0
logic	109	42.8	66.3
total	109	42.8	66.3
## per-layer routing
layer,track usage,vias to the layer above,routed length (microns)
met2,0.0433,13,431
li1,-,174,-
met3,0.00568,0,82
met1,0.0417,146,501
met4,0,0,0
met5,0,-,0
## worst paths after layout
path | start | end | depth (start not counted)
setup / recovery | A[0] | q[4] | 10
hold / removal | ctrl | q[4] | 6
## worst min-delay path, stage by stage
cell and delay (ns):
sky130_fd_sc_hd__clkbuf_2 0.16, sky130_fd_sc_hd__buf_4 0.15, sky130_fd_sc_hd__a21oi_1 0.05, sky130_fd_sc_hd__xnor2_1 0.13
sky130_fd_sc_hd__nor2_1 0.08, sky130_fd_sc_hd__buf_2 0.10
No activity file was given, so power comes from the tool's default toggle rates.
